## ./config.mk

```make
export PLATFORM = sky130hd
export DESIGN_NAME = clkDivider
export DESIGN_NICKNAME = clkDivider
export VERILOG_FILES = /design/flow/design.v
export SDC_FILE = /design/flow/constraint.sdc
export NUM_CORES = 4
export LEC_CHECK = 1
export CORE_UTILIZATION = 30
```

## ./constraint.sdc

```tcl
current_design clkDivider

set clk_period 3.9
set clk_io_pct 0.2

create_clock -name clk0 -period $clk_period [get_ports {clk}]

set non_clock_inputs [all_inputs -no_clocks]
set_input_delay [expr $clk_period * $clk_io_pct] -clock clk0 $non_clock_inputs
set_output_delay [expr $clk_period * $clk_io_pct] -clock clk0 [all_outputs]
```

## ./design.v

```verilog
module clkDivider #(parameter n = 250000) (rst, clk, outClk);
input clk,rst;
output reg outClk;
wire [31:0] count;
counterN #(32, n) cnt(clk, rst, 1, count);
always @(posedge clk)
if(rst == 1)outClk<=0;
else begin
if(count == n-1)outClk<=~outClk;
end
endmodule
module counterN(clk, rst, en, count);
parameter x = 2;
parameter n =4;
input clk, rst, en;
output reg [x-1:0] count;
always @(posedge clk)
begin
  if(rst == 1)count<=0;
  else
    begin
    if(en==1)
      begin
        if(count==n-1)count<=0;
        else count<=count+1;
      end
    end
end
endmodule
```

## ./run.sh

```bash
#!/bin/bash
# OpenROAD 26Q1-2900-gdf79404cd8, Yosys 0.63+post, stock flow scripts
make -C /OpenROAD-flow-scripts/flow DESIGN_CONFIG=/design/flow/config.mk WORK_HOME=/design/flow/orfs finish
```

==> results.txt <==
Summary of implementation figures.

Final timing
Adding up every negative setup slack in the final design gives 0 ns. The final report lists the setup-violating endpoint count as 0. The maximum clock rate is 464 MHz. The routed design could run at a clock period as short as 2.16 ns. The final worst slack is 1.74 ns. The final hold violation count recorded for this run is 0. Setup repair after global routing left no endpoint under its margin.

The worst clock skew is 0.00208 ns. The actual transition at the worst max-transition pin is 0.531 ns. In the finished design, the share of the clock period the worst path needs comes to 0.553. The final timing report lists a max-slew violation count of 0. The worst-case headroom to the max-slew limit is 0.645.

Route
The routed wirelength normalized by instance count is 12.6 µm. The final routed wirelength across all metal layers is 3270 µm. The vias after detailed routing is 1364. The DRC violations left is 0. The count of nets left with antenna violations once routing finished came out at 0. The diode insertion count for antenna repair is 0.

Using the TritonRoute via totals, the vias-per-cell ratio works out to 5.25. Before antenna repair, the detailed router went through 4 iterations. The detailed router's first-iteration violation count is 76.

Global routing
The first global-routing pass estimated 5620 µm of wire. The initial antenna violation count came to 0. The pin count of the biggest net entering global routing is 32. The total overflow left after global routing is 0.

The via count of the first global-routing pass is 1200. Overall routing resource usage recorded by global route was 0.132.

Yosys
Synthesis instantiated 29 different standard cells from the library. Warnings reported by Yosys during synthesis add up to 3. The cell area that synthesis handed to floorplanning was 0.00159 mm².

The total cell area reported by yosys after synthesis is 0.00159 mm². For this run, the leading register cell type out of synthesis is dfxtp_1. The leading area contributor after synthesis is dfxtp_1. The number of synthesized register bits is 33. By instance count, the leading cell after synthesis is dfxtp_1. The post-synthesis area per instance is 8.49 µm². Of the post-synthesis cell area, the dominant cell type holds 0.416. The number of flops mapped to enable cells by yosys is 0. The synthesized netlist handed to floorplanning was reported with a cell count of 187. The yosys cell count is 187. For this run, asynchronously set or reset flops after synthesis account for 0. Ranked by total cell area, the synthesized netlist is headed by dfxtp_1, a21oi_1, or4_1. The sequential element share of the synthesized area is 0.416.

Ranked by instance count, the synthesized netlist is headed by dfxtp_1, a21oi_1, nor2_1, nand4_1, or4_1.

Flow run
The number of maximum-capacitance violations recorded for the run is 0. The logs give a warning total of 25.

Clock network
Buffers inserted during clock tree synthesis total 5. Per the post-CTS timing run, clock transition at the registers of the reported paths is 0.06 ns. In this run, post-CTS repair resized a total of 0 instances. Looking at the post-CTS report, the setup buffer insertion count equals 0. The post-cts hold-fix buffer tally is 0. The maximum level of the CTS H-tree is 2. The clock insertion delay at the later pin of the skew report is 0.28 ns. Looking at the clock tree report, the maximum root-to-sink buffer count equals 2. The buffer cell driving the clock tree root is clkbuf_8. The CTS tree is built. The count of clock tree sinks is 33.

Place
The detailed-placement wirelength estimate is 2210 µm. After its last routability iteration, the placer logged a weighted congestion of 0.836. The number of buffers added on ports is 2. The worst setup slack after placement is 1.77 ns. The area of placed instances is 0.00167 mm².

Hold path
The tightest min-delay check is of the register to register type. Counting instances, the worst hold path has a depth of 1.

Power
The share of total power in combinational logic is 0.022. The standby leakage power is 0.512 nW. The internal power is 471 µW. The share of total power dissipated in the clock network is 0.404. The highest supply drop recorded on VDD is 206 µV. Switching power as a fraction of the total was reported as 0.211. For this design the ratio of total power to cell area is 341 mW/mm². Power comes to 597 µW. The sequential share of power is 0.573. The switching power total is 126 µW.

Worst setup path
The cell repeated most along the worst path is or4_1. The report lists the cells along the critical path as ha_1 -> nand2_1 -> or4_1 -> or4_1 -> a21oi_1. The worst setup path is launched from a register. For this run, the slowest stage of the critical path takes 0.68 ns. Counting cells, the worst reg-to-reg path comes to 5.

The largest fanout of any net on the critical path is 7. The critical path's slowest stage uses the library cell or4_1. The kind of critical path is register to register.

STA puts the critical path data arrival time at 2.37 ns. At the worst endpoint, the required time is 4.11 ns. The worst setup path is captured at a register.

Floorplanning
The floorplan step set the die width to 74.8 µm. The standard cell core area is 0.00511 mm². The chip area is 0.00559 mm². According to the floorplan report, the die height is 74.8 µm. The top-level port count is 3. The starting density of the core is 0.311. The total number of placement rows is 26.

Layout
In the final layout, the fill cell count is 541. The share of post-route cells with drive strength above 1 is 0.0579. Per the run report, area growth between synthesis and finish was 10.5%. The area of all placed cells without fillers is 0.00175 mm². The combinational gate area is 887 µm².

The combined flip-flop and latch cell area is 661 µm².

Outcome
The run finished with clean final reports.
==> power groups by stage <==
stage	Clock, mW	Sequential, mW	Combinational (mW)
global route	0.263	0.343	0.0152
finish	0.241	0.342	0.0134
CTS	0.250	0.342	0.0135
==> through the flow <==
stage	instances	utilization	hold slack [ns]
after floorplan	187	-	0.426
after global placement	252	0.328	0.442
after detailed placement	252	0.328	0.453
after CTS	260	0.343	0.470
after global routing	260	0.343	0.495
final	260	0.343	0.467
==> layer usage <==
layer	part of all wire	track usage
met5	0	0
met4	0.017	0.0273
met3	0.032	0.0258
met2	0.42	0.194
met1	0.53	0.206
==> worst paths after layout <==
path / to / startpoint / slack [ns]
setup reg to reg: cnt.count[26]$_SDFF_PP0_ / cnt.count[0]$_SDFF_PP0_ / 1.74
hold reg to reg: cnt.count[0]$_SDFF_PP0_ / cnt.count[0]$_SDFF_PP0_ / 0.47
hold / removal: cnt.count[0]$_SDFF_PP0_ / cnt.count[0]$_SDFF_PP0_ / 0.47
setup / recovery: cnt.count[26]$_SDFF_PP0_ / cnt.count[0]$_SDFF_PP0_ / 1.74
==> cells in the final DEF, fill, tap and decap left out, types with 8 or more instances in the layout <==
cell,n
a21oi_1,18
or4_1,12
nor2_1,16
nand2_1,11
o31ai_1,10
nand4_1,13
o21ai_0,9
dfxtp_1,33
nand3_1,8
==> final cells by class <==
class                      instances  share of cell area
multi-input combinational        143               0.506
sequential                        33               0.377
tap                               70              0.0499
clock buffer                       8              0.0456
timing repair buffer               3              0.0157
inverter                           3             0.00642
==> flip-flops by register name, summed over array words and instances (netlist names) <==
name,flops
cnt.count,32
outClk,1
==> cell families after synthesis <==
| kind of cell | synth area share |
|---|---|
| AND-OR/OR-AND | 0.137 |
| XOR/XNOR | 0.0662 |
| adder cells (fa/ha/maj) | 0.00788 |
| buffers and inverters | 0.0276 |
| flip-flops | 0.416 |
| multiplexers | 0.00630 |
| AND/OR/NAND/NOR | 0.339 |
==> worst max-delay path, delay by kind of cell (launching register included) <==
family | cells | cell delay [ns]
adder cells (fa/ha/maj) | 1 | 0.27
AND/OR/NAND/NOR | 3 | 1.30
AND-OR/OR-AND | 1 | 0.15
flip-flops | 1 | 0.37
Power is estimated from default activity; no workload was simulated.
